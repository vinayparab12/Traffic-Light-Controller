===== /design/flow/run.sh =====
#!/bin/bash
# OpenROAD 26Q1-2900-gdf79404cd8, Yosys 0.63+post, stock flow scripts
make -C /OpenROAD-flow-scripts/flow DESIGN_CONFIG=/design/flow/config.mk WORK_HOME=/design/flow/orfs finish

===== /design/flow/config.mk =====
export PLATFORM = sky130hd
export DESIGN_NAME = trafficlightcontroller
export DESIGN_NICKNAME = trafficlightcontroller
export VERILOG_FILES = /design/flow/design.v
export SDC_FILE = /design/flow/constraint.sdc
export NUM_CORES = 4
export LEC_CHECK = 1
export CORE_AREA = 10 10 93 93
export DIE_AREA = 0 0 103 103

===== /design/flow/constraint.sdc =====
current_design trafficlightcontroller

set clk_period 2.3
set clk_io_pct 0.2

create_clock -name clk0 -period $clk_period [get_ports {clk}]

set non_clock_inputs [all_inputs -no_clocks]
set_input_delay [expr $clk_period * $clk_io_pct] -clock clk0 $non_clock_inputs
set_output_delay [expr $clk_period * $clk_io_pct] -clock clk0 [all_outputs]

===== /design/flow/design.v =====
`timescale 1ns / 1ps
module trafficlightcontroller(clk,reset,sensor,light_HW,light_FM);
    input clk,reset,sensor;  
    output reg [2:0] light_HW,light_FM;  
    parameter HGRN_FRED = 2'b00;     
    parameter HYEL_FRED = 2'b01;     
    parameter HRED_FGRN = 2'b10;     
    parameter HRED_FYEL = 2'b11;     
    reg [1:0] present_state,next_state;
    reg yel_count1_en, yel_count2_en, red_count_en;
    reg [3:0] count_3s1,count_3s2;
    reg [4:0] count_10s;
    wire delay3s1, delay3s2, delay10s;
    always @(posedge clk or negedge reset) begin
        if(!reset) present_state<=HGRN_FRED;  
        else present_state<=next_state; 
        end
    always @(*) begin
    next_state = present_state;
    light_HW = 3'b100;  
    light_FM = 3'b001;  
    yel_count1_en=0;  
    yel_count2_en=0;  
    red_count_en=0;  
    case(present_state)
    HGRN_FRED: begin 
                light_HW=3'b100;
                light_FM=3'b001;
                if(sensor) next_state=HYEL_FRED;
                else next_state=HGRN_FRED;
               end
    HYEL_FRED: begin
                light_HW=3'b010;
                light_FM=3'b001;
                yel_count1_en=1;
                if(delay3s1) next_state=HRED_FGRN;
                else next_state=HYEL_FRED;
               end
    HRED_FGRN: begin
                light_HW=3'b001;
                light_FM=3'b100;
                red_count_en=1;
                if(delay10s) next_state=HRED_FYEL;
                else next_state=HRED_FGRN;
               end
    HRED_FYEL: begin
                light_HW=3'b001;
                light_FM=3'b010;
                yel_count2_en=1;
                if(delay3s2) next_state=HGRN_FRED;
                else next_state=HRED_FYEL;
               end
    default: next_state=HGRN_FRED; 
    endcase
    end
    always @(posedge clk or negedge reset) begin
        if(!reset) count_3s1<=0;
        else if(yel_count1_en) count_3s1<=count_3s1 + 1;
        else count_3s1<=0;
        end
        assign delay3s1 = (count_3s1==4'd5);  
    always @(posedge clk or negedge reset) begin
        if(!reset) count_3s2<=0;
        else if(yel_count2_en) count_3s2<=count_3s2 + 1;
        else count_3s2<=0;
        end
        assign delay3s2 = (count_3s2==4'd3);  
    always @(posedge clk or negedge reset) begin
        if(!reset) count_10s<=0;
        else if(red_count_en) count_10s<=count_10s + 1;
        else count_10s<=0;
        end
        assign delay10s = (count_10s==5'd10);  
endmodule

==> run notes <==
Observations from the implementation run.

Timing:
- The run puts the minimum clock period at 2020 ps.
- The run puts the transition time of the tightest slew-check pin at 321 ps.
- The run puts the number of hold-slack violations in the final timing report at 0.
- The run gives the setup total negative slack as 0 ps.
- The run puts the worst slew margin relative to its limit at 78.6%.
- The run gives the worst-case clock skew as 4.06 ps.
- The run gives the maximum clock rate as 495 MHz.
- In the finished design, the share of the clock period the worst path needs comes to 87.8%.
- The run gives the minimum hold slack as 458 ps.
- The run gives the total setup violations reported at the end of the flow as 0.
- Setup repair after global routing left no endpoint under its margin.
- The run gives the max-slew violation total from the final report as 0.

Run:
- The run gives the number of maximum-capacitance constraint violations as 0.
- In this run the tools logged warnings totalling 27.

Worst setup path:
- The run puts the worst endpoint data arrival time at 1560 ps.
- The run gives the largest incremental delay on the critical path as 470 ps.
- At the worst endpoint, the required time is 1840 ps.
- The timing report shows that the slowest cell on the worst path is clkdlybuf4s50_1.
- The worst setup path is launched from a register.
- The worst setup path is captured at an output pin.
- The critical path in this run is classified as reg -> out.
- Traced cell by cell, the critical path runs through or2_2 > nor2_1 > clkdlybuf4s50_1.
- The run puts the largest fanout on the critical path at 7.

Die:
- The run puts the chip width at 103 um.
- The run gives the initial standard-cell utilization of the core as 12.2%.
- The run puts the number of placed I/O pins at 9.
- The run gives the row count as 30.
- The floorplan step set the die height to 103 um.
- The run puts the area of the die at 10600 sq um.
- The run puts the total core area at 6760 sq um.

Pwr:
- In the power breakdown, the internal column shows 750 uW.
- For this design the ratio of total power to cell area is 1060 nW/um^2.
- Looking at the VDD voltage map, the peak drop is 0.307 mV.
- In this run, flip-flops and latches consume 44.4% of the power.
- The power report puts the leakage power at 0.443 nW.
- The run gives the clock share of power as 20.0%.
- In this run the power spent charging and discharging nets is 341 uW.
- The run puts the net switching fraction of the power at 31.2%.
- Looking at the power breakdown, combinational cells take 35.6% of the total.

Outcome:
- The run finished with clean final reports.

GRT:
- The run gives the largest net degree at the start of global routing as 18.
- The run gives the total grt overflow as 0.
- The run puts the wire length of the first global-routing pass at 2530 um.
- Global routing used 3.03% of the available tracks across all layers.
- The run gives the number of global-route vias before repair as 553.
- The initial antenna violation count came to 0.

Clocking:
- The clock tree has to reach 17 sinks.
- Per the CTS log, the root buffer master is clkbuf_8.
- The run puts the buffer count from post-CTS setup fixing at 0.
- The run gives the H-tree depth reported by CTS as 1.
- The run gives the cts-stage hold buffer count as 0.
- The run gives the number of buffers on the longest clock path as 2.
- After clock tree synthesis, the repair step resized 0 gates.
- TritonCTS built the clock tree.
- After clock tree synthesis, the clock-pin slew on the worst setup and hold paths is 70 ps.
- Per the TritonCTS log, the buffer count is 3.
- Clock latency on the worst-skew pair, taken at its later pin, is 250 ps.

Synth:
- The run puts the fraction of registers with async set/reset at 100%.
- Post-synthesis, Yosys gives the total cell area as 823 sq um.
- The run puts the register area share after synthesis at 51.8%.
- The run gives the total of flip-flops plus latches after synthesis as 17.
- The run puts the distinct cell type count of the synthesized netlist at 25.
- Per the synthesis report, the single largest cell type by area occupies 48.6% of cell area.
- The run gives the most common flop cell mapped by yosys as dfrtp_1.
- Per the Yosys statistics, synthesis produced 74 cells.
- The run gives the cell count after synthesis as 74.
- The run puts the average instance area after synthesis at 11.1 sq um.
- Warnings reported by Yosys during synthesis add up to 1.
- The run puts the number of flops mapped to enable cells by yosys at 0.
- Per the synthesis report, the dominant area consumer among library cells is dfrtp_1.
- Ranked by total cell area, the synthesized netlist is headed by dfrtp_1 (49%), ha_1 (7.6%), nor2_1 (4.1%).
- The run puts the cell area after synthesis at 823 sq um.

Layout:
- The run gives the fraction of final layout cells with drive strength greater than 1 as 15.9%.
- Relative to the synthesized area, the layout overhead comes to 24.6%.
- The run gives the count of filler cells inserted in the layout as 759.
- The run gives the total area of sequential cells as 427 sq um.
- The run gives the area of the multi-input gates as 332 sq um.

Drt:
- Detailed routing inserted a total of 521 vias.
- The run puts the total wire length after detailed routing at 1440 um.
- The run puts the number of nets with antenna violations after detailed routing at 0.
- The iteration count recorded for the first detailed-route pass is 2.
- Per the detail_route report, routed wire per instance is 8.90 um.
- The run puts the number of design rule violations left after detail routing at 0.
- The repair_antennas step left the layout with diodes totalling 0.
- Per the log, the first TritonRoute iteration ended with a DRC count of 5.
- The run gives the via density per instance as 3.22.

Worst hold path:
- The run gives the path type of the worst min-delay path as reg -> reg.

Place:
- The run gives the estimated wirelength of the detail-placed design as 1090 um.
- The run puts the final weighted congestion in routability-driven placement at 0.760.
- The run gives the count of input and output buffers as 8.
[cell usage in the layout (no fill, tap or decap), types with 2 or more instances in the layout]
master	netlist	final
inv_1	7	7
nor2_1	9	9
clkdlybuf4s50_1	0	8
mux2_2	3	3
nand3_1	4	4
a22o_1	2	2
or3_1	2	2
ha_1	5	5
buf_4	0	2
clkbuf_8	0	3
o22ai_1	2	2
nor4_1	3	3
dfrtp_1	16	16
nor4b_1	2	2
xnor2_1	3	3
[final cells by class]
cell class | instances | share of cell area (%)
clock buffers | 3 | 4.02
clock inverters | 1 | 0.488
inverters | 7 | 2.56
multi-input cells | 44 | 32.3
flip-flops and latches | 17 | 41.6
well taps | 80 | 9.76
repair buffers | 10 | 9.27
[metal layers]
layer | vias up | part of all wire, % | GRT usage (%) | routed length [um]
met2 | 10 | 43 | 4.78 | 614
met4 | 0 | 0.35 | 0.107 | 5
met3 | 2 | 12 | 2.17 | 178
met1 | 244 | 45 | 3.44 | 644
li1 | 265 | - | - | -
met5 | - | 0 | 0 | 0
[critical path, delay by kind of cell (launching register included)]
kind	cells	cell delay, ps
buffers and inverters	1	470
flip-flops	1	440
AND/OR/NAND/NOR	2	410
[state kept, by name, indices dropped and copies added (netlist names)]
signal	count
present_state	4
count_3s2	4
count_10s	5
count_3s1	4
[final timing paths]
kind                                   from          endpoint  slack, ps  cells after the start
hold reg to reg                count_3s2[0]      count_3s2[0]        460                      1
setup reg to reg               count_3s2[0]  present_state[3]       1020                      3
max in group asynchronous             reset  present_state[0]       1520                      2
min in group asynchronous             reset      count_10s[2]        530                      2
setup / recovery           present_state[1]       light_HW[2]        280                      3
hold / removal                 count_3s2[0]      count_3s2[0]        460                      1
[cells in the mapped netlist (2+ instances only)]
cell type  instances
ha_1               5
o22ai_1            2
inv_1              7
mux2_2             3
or3_1              2
nor2_1             9
xnor2_1            3
nor4_1             3
nor4b_1            2
buf_6              2
a22o_1             2
dfrtp_1           16
clkbuf_1           3
nand3_1            4
[power groups by stage]
stage,combinational [mW],clock (mW),sequential (mW)
after CTS,0.401,0.230,0.485
after global routing,0.443,0.251,0.507
final,0.388,0.218,0.484
[logic make-up (layout without fill, tap and decap cells)]
kind of cell / after synthesis / after routing / share of synthesized area (%)
compound gates: 4 / 4 / 3.65
xor+xnor: 3 / 3 / 3.19
fa+ha+maj: 5 / 5 / 7.60
buf+inv: 13 / 21 / 7.90
flops: 17 / 17 / 51.8
mux: 4 / 4 / 5.32
simple gates: 28 / 28 / 20.5
[metrics by stage]
stage / cells / area, sq um / total power [mW] / utilization (%) / setup slack, ps
final: 162 / 1030 / 1.09 / 15.2 / 280
after global routing: 162 / 1030 / 1.20 / 15.2 / 194
after CTS: 162 / 1030 / 1.12 / 15.2 / 260
after detailed placement: 158 / 980 / 0.890 / 14.5 / 539
after global placement: 158 / 980 / 0.877 / 14.5 / 566
after floorplan: 74 / 823 / 0.719 / - / 955
Power and IR drop assume default switching activity.
